### ./design.v
module spram #(
    parameter int DEPTH = 16,  
    parameter int WIDTH = 32,  
    parameter int DEPTH_L2 = $clog2(DEPTH)
)(
    input  bit                clk,
    input  bit                wr_valid,
    input  bit [DEPTH_L2-1:0] wr_addr,
    input  bit [WIDTH-1:0]    wr_data,
    input  bit                rd_valid,
    output bit                rd_ready,
    output bit [WIDTH-1:0]    rd_data,
    output bit [DEPTH_L2-1:0] rd_addr
);
    bit [WIDTH-1:0] ram [(2**DEPTH_L2)-1:0];
    always_ff @(posedge clk) begin
        if(wr_valid) begin
            ram[wr_addr] <= wr_data;
        end
        rd_ready <= rd_valid;
        rd_data <= ram[rd_addr];
    end
endmodule
### ./run.sh
#!/bin/bash
# OpenROAD 26Q1-2900-gdf79404cd8, Yosys 0.63+post, stock flow scripts
make -C /OpenROAD-flow-scripts/flow DESIGN_CONFIG=/design/flow/config.mk WORK_HOME=/design/flow/orfs finish
### ./config.mk
export PLATFORM = sky130hd
export DESIGN_NAME = spram
export DESIGN_NICKNAME = spram
export VERILOG_FILES = /design/flow/design.v
export SDC_FILE = /design/flow/constraint.sdc
export NUM_CORES = 4
export LEC_CHECK = 1
export CORE_AREA = 10 10 110 110
export DIE_AREA = 0 0 120 120
export SYNTH_HDL_FRONTEND = slang
### ./constraint.sdc
current_design spram

set clk_period 7.0
set clk_io_pct 0.2

create_clock -name clk0 -period $clk_period [get_ports {clk}]

set non_clock_inputs [all_inputs -no_clocks]
set_input_delay [expr $clk_period * $clk_io_pct] -clock clk0 $non_clock_inputs
set_output_delay [expr $clk_period * $clk_io_pct] -clock clk0 [all_outputs]
==> notes.md <==
yosys + openroad results -> Yosys Chip Area 0.00167 sq mm, Clk Latency, worst-skew pair 330 ps, critical path class input port to flop, xor and xnor area share after synthesis 0%, CTS tree done, Mux area share 0%, final wirelength 3.58 mm, Dominant cell area share 57.6%, Bufs on Longest Clock Path 2, fmax 0.362 GHz, critical-path cell list clkdlybuf4s50_1, nor4_1, and2_2, Top Layout Cells clkdlybuf4s50_1, dfxtp_1, edfxtp_1, core area 0.00977 sq mm, Log Warnings 25, post-route design area 0.00271 sq mm, Inserted Clock Buffers 9, Seq share, synth 97.2%, Vias 839, CP startpoint wr_addr[0], actual slew at the worst max-slew pin 745 ps, H-tree depth 3, antenna-violating nets left 0, Row Count 36, Dominant comb cell buffers and inverters, area share of fa/ha/maj cells after synthesis 0%, CP endpoint kind flop, and-or/or-and share of the synthesized area 0%, post-CTS sizing 0, max incr delay on CP 670 ps, Avg WL per Cell 12.3 um, Final period util 39.5%, Top cell excl fill/tap clkdlybuf4s50_1, total gr overflow 0, Synth Area per Inst 23.2 sq um, Post-DP Area 0.00253 sq mm, Pre-antenna DRT Iters 2, share of layout cells above drive strength 1 9.49%, Yosys warning total 0, Worst-path clk slew 70 ps, CP endpoint ram[0][18], DR vias/cell 2.88, Final Hold Vio Count 0, R2R cell count 0, worst setup slack for register-to-register paths 6510 ps, status complete, no violations, FP Util 17.1%, Cell Area, Synth 0.00167 sq mm, fin crit period 2760 ps, area leader, netlist edfxtp_1, Hold Crit Class flop to flop, VDD IR-drop max 90.4 uV, CP max stage cell and2_2, Synth cell types 6, die height 120 um, # setup viols final 0, GRT Util Overall 5.05%, RSZ-0062 raised after global routing false, Cells after Synth 72, # hold bufs at CTS 0, Post-CTS Setup Repair Bufs 0, # IOs 76, Req. time, crit path 6960 ps, WP data arrival 2720 ps, die width 120 um, skew final 6.17 ps, worst hold-check slack 339 ps, startpoint types input port, RePlAce Congestion 0.722, Synth area leaders edfxtp_1, dfxtp_1, buf_4, Max-cap violations 0, WP depth 3, vias in the first global route 961, Crit path buffers/inverters 1, # diodes 0, CTS root buf clkbuf_8, ys cells 72, crit-path max FO 32, CTS Sinks 65, global-route wire length before repair 5.33 mm, chip area 0.0144 sq mm, reg-to-reg endpoint rd_data[9], Synth flops 65, r2r startpoint ram[0][9], setup tns final 0 ps, DR iter-0 viols 15, DR DRC count 0, initial antenna violation count 0, PwrDens 269 mW/mm^2, largest net degree at the start of global routing 33, LEAKAGE 0.952 nW, max_slew headroom 50.4%, crit-path leading delay family simple AND/OR/NAND/NOR gates, area delta synth->final 62.7%, fin. max-slew vios 0, yosys simple share 0.750%, PortBufs 71
## state kept, by name, indices dropped and copies added (netlist names)
name	cells
rd_data	32
rd_ready	1
ram	32
## worst min path at each step
| stage | startpoint | slack, ps | cells after the start | endpoint |
|---|---|---|---|---|
| 5_1_grt | ram[0][23] | 340 | 0 | rd_data[23] |
| 4_1_cts | ram[0][29] | 340 | 0 | rd_data[29] |
| 6_report | ram[0][8] | 340 | 0 | rd_data[8] |
## cell families after synthesis
kind of cell	after synthesis
buffers and inverters	4
flip-flops	65
other	1
AND/OR/NAND/NOR	2
## area by class of cell
cell class	count	area, sq um
Fill cell	987	7060
Multi-Input combinational cell	6	28.8
Sequential cell	65	1620
Clock inverter	6	58.8
Clock buffer	10	128
Timing Repair Buffer	71	711
Tap cell	133	166
## routing by layer
layer	track usage [%]	wire, um	up-vias
met4	0.528	31	0
met5	0	0	-
met2	7.57	1540	63
met1	4.98	1240	367
li1	-	-	406
met3	5.24	764	3
## cells in the mapped netlist, drive strengths merged
cell type,number
dfxtp,33
conb,1
buf,4
nor4,1
edfxtp,32
and2,1
## where the power goes
part,switching [mW],internal [mW]
sequential,0.00148,0.406
combinational,0.00466,0.0240
clock,0.133,0.162
total,0.139,0.592
## stage by stage
stage | instances | utilization [%] | total power [mW] | worst slack, ps
after global routing | 291 | 27.8 | 0.770 | 4110
after CTS | 291 | 27.8 | 0.749 | 4200
after floorplan | 75 | - | 0.417 | 4150
after detailed placement | 275 | 25.9 | 0.445 | 3840
after global placement | 275 | 25.9 | 0.445 | 3840
final | 291 | 27.8 | 0.731 | 4240
Power and IR drop assume default switching activity.
