==> flow/constraint.sdc <==
current_design fifo

set clk_period 1.0
set clk_io_pct 0.2

create_clock -name clk0 -period $clk_period [get_ports {rd_clk}]
create_clock -name clk1 -period $clk_period [get_ports {wr_clk}]

set non_clock_inputs [all_inputs -no_clocks]
set_input_delay [expr $clk_period * $clk_io_pct] -clock clk0 $non_clock_inputs
set_output_delay [expr $clk_period * $clk_io_pct] -clock clk0 [all_outputs]
==> flow/design.v <==
module fifo #(
    parameter string FMODE = "SYNC",  
    parameter int    DEPTH = 8,       
    parameter int    WIDTH = 4        
)(
    input bit wr_clk,
    input bit rd_clk, 
    input bit rst,
    input  bit             wr_valid,
    input  bit [WIDTH-1:0] wr_data,
    input  bit             rd_valid,
    output bit [WIDTH-1:0] rd_data,
    output bit             rd_ready,
    output bit full,
    output bit empty,
    output bit overflow, 
    output bit underflow
);
    parameter int DEPTH_L2 = $clog2(DEPTH);    
    bit [DEPTH_L2:0] wr_ptr, wr_ptr_gry, wr_ptr_gry_d0, wr_ptr_gry_d1, wr_ptr_rd = 0;
    bit [DEPTH_L2:0] rd_ptr, rd_ptr_gry, rd_ptr_gry_d0, rd_ptr_gry_d1, rd_ptr_wr = 0;
    bit wr_rst_d0, wr_rst_d1 = 0;
    bit rd_rst_d0, rd_rst_d1 = 0;
    always_ff @(posedge wr_clk) begin
        wr_rst_d0 <= rst;
        wr_rst_d1 <= wr_rst_d0;
        if(wr_valid & !full) begin
            wr_ptr <= wr_ptr + 1;
        end 
        if(FMODE == "ASYNC") begin 
            wr_ptr_gry[DEPTH_L2]     <= wr_ptr[DEPTH_L2];
            wr_ptr_gry[DEPTH_L2-1:0] <= wr_ptr[DEPTH_L2:1] ^ wr_ptr[DEPTH_L2-1:0];
            rd_ptr_gry_d0 <= rd_ptr_gry;
            rd_ptr_gry_d1 <= rd_ptr_gry_d0;
            rd_ptr_wr[DEPTH_L2]     <= rd_ptr_gry_d1[DEPTH_L2];
            rd_ptr_wr[DEPTH_L2-1:0] <= rd_ptr_wr[DEPTH_L2:1] ^ rd_ptr_gry_d1[DEPTH_L2-1:0];
        end
        full <= (wr_ptr[DEPTH_L2-1:0] == rd_ptr_wr[DEPTH_L2-1:0]) ? (wr_ptr[DEPTH_L2] ^ rd_ptr_wr[DEPTH_L2]) : 0; 
        overflow <= (wr_valid & full & !wr_rst_d1) ? 1 : 0;
        if(wr_rst_d1) begin
            wr_ptr        <= 0;
            if(FMODE == "ASYNC") begin
                wr_ptr_gry    <= 0;
                rd_ptr_gry_d0 <= 0;
                rd_ptr_gry_d1 <= 0;
                rd_ptr_wr     <= 0;
            end
        end
    end
    always_ff @(posedge rd_clk) begin
        rd_rst_d0 <= rst;
        rd_rst_d1 <= rd_rst_d0;
        if(rd_valid & !empty) begin
            rd_ptr <= rd_ptr + 1;
        end 
        if(FMODE == "ASYNC") begin
            rd_ptr_gry[DEPTH_L2]     <= rd_ptr[DEPTH_L2];
            rd_ptr_gry[DEPTH_L2-1:0] <= rd_ptr[DEPTH_L2:1] ^ rd_ptr[DEPTH_L2-1:0];
            wr_ptr_gry_d0 <= wr_ptr_gry;
            wr_ptr_gry_d1 <= wr_ptr_gry_d0;
            wr_ptr_rd[DEPTH_L2]     <= wr_ptr_gry_d1[DEPTH_L2];
            wr_ptr_rd[DEPTH_L2-1:0] <= wr_ptr_rd[DEPTH_L2:1] ^ wr_ptr_gry_d1[DEPTH_L2-1:0];
        end
        empty <= (rd_ptr == wr_ptr_rd) ? 1 : 0;
        underflow <= (rd_valid & empty & !rd_rst_d1) ? 1 : 0;
        if(rd_rst_d1) begin
            rd_ptr        <= 0;
            wr_ptr_rd     <= 0;
            if(FMODE == "ASYNC") begin
                wr_ptr_rd     <= 0;
                rd_ptr_gry    <= 0;
                wr_ptr_gry_d0 <= 0;
                wr_ptr_gry_d1 <= 0;
            end
        end
    end
    always_comb begin
        wr_ptr_rd = rd_ptr;
        rd_ptr_wr = wr_ptr;
    end
    initial begin
        if(FMODE != "SYNC" && FMODE != "ASYNC") begin
            $error("Generic FIFO module FMODE param must be either SYNC or ASYNC");
        end
    end
    bit [WIDTH-1:0] ram [DEPTH-1:0];
    always_ff @(posedge wr_clk) begin
        if(wr_valid) begin
            ram[wr_ptr] <= wr_data;
        end
    end
    always_ff @(posedge rd_clk) begin
        rd_data <= ram[rd_ptr];
        rd_ready <= rd_valid;
    end
endmodule
==> flow/config.mk <==
export PLATFORM = sky130hd
export DESIGN_NAME = fifo
export DESIGN_NICKNAME = fifo
export VERILOG_FILES = /design/flow/design.v
export SDC_FILE = /design/flow/constraint.sdc
export NUM_CORES = 4
export LEC_CHECK = 1
export CORE_AREA = 10 10 70 70
export DIE_AREA = 0 0 80 80
export SYNTH_HDL_FRONTEND = slang
==> flow/run.sh <==
#!/bin/bash
# OpenROAD 26Q1-2900-gdf79404cd8, Yosys 0.63+post, stock flow scripts
make -C /OpenROAD-flow-scripts/flow DESIGN_CONFIG=/design/flow/config.mk WORK_HOME=/design/flow/orfs finish
==> results.rst <==
Run summary
-----------

.. list-table::
   :header-rows: 1

   * - Metric
     - Value
   * - Run status
     - finished, violations left
   * - Violated checks
     - negative setup slack
   * - Required time of the worst setup path
     - 930 ps
   * - Skew final
     - ~1.5 ps
   * - Net switching component of the power
     - about 260 uW
   * - Clock tree from TritonCTS
     - yes
   * - First element of the critical path
     - rd_ptr_wr[2]
   * - Sequential area share after synthesis
     - slightly below 80%
   * - Share of cells above drive strength 1
     - 23.1%
   * - Total cells reported by yosys after synthesis
     - 32
   * - Clock sink total
     - 17
   * - Share of the core filled with cells in the final layout
     - between 20% and 30%
   * - Worst R2R End
     - ram[0][1]
   * - Via density per instance
     - about 2.7
   * - Die extent in x
     - ~80 microns
   * - Power density over the cells
     - around 1900 nW/um^2
   * - Setup violators final
     - 4
   * - Final Worst Setup Slack
     - -34.5 ps
   * - Arrival time at the worst endpoint
     - roughly 960 ps
   * - Maximum cell stage delay along the critical path
     - ~380 ps
   * - Number of slew-limit violations in the final report
     - 0
   * - Detail Route Antenna Nets
     - 0
   * - Via count of the first global-routing pass
     - roughly 280
   * - Levels on crit path
     - 1
   * - Pre-CTS setup slack
     - -348 ps
   * - Sequential share of power
     - between 50 and 60%
   * - FP Util
     - between 10% and 20%
   * - Global-route wire length before repair
     - between 1 and 1.5 mm
   * - First DRT Iteration DRCs
     - 6
   * - Total design power
     - roughly 1400 uW
   * - Setup repair after global routing missed its margin
     - true
   * - Overall Global Routing Usage
     - between 2 and 3%
   * - Hold Vio Cnt, Final
     - 0
   * - Number of cells produced by synthesis
     - 32
   * - Worst r2r src
     - rd_ptr_wr[2]
   * - Height of the die
     - approximately 80 microns
   * - Maximum ir drop on the vdd rail
     - ~0.47 mV
   * - Avg Inst Size Synth
     - ~15 sq um
   * - Worst hold path class
     - reg -> reg
   * - Most common library cell in the layout ignoring fill and taps
     - sky130_fd_sc_hd__dfxtp_1
   * - Total Negative Setup Slacks
     - -134 ps
   * - Critical path type
     - reg -> reg
   * - Count of vias placed by the detailed router
     - 269
   * - Count of input and output buffers
     - 13
   * - Weighted congestion at the end of routability-driven global placement
     - between 0.6 and 0.7
   * - Worst setup path endpoint
     - ram[0][1]
   * - Internal
     - ~1100 uW
   * - Mapped cell area
     - 493 sq um
   * - Yosys Warn Count
     - 4
   * - Dpl hpwl
     - between 700 and 800 microns
   * - Number of cells traversed by the worst hold path
     - 0
   * - Register-to-Register Path Depth
     - 1
   * - Maximum fanout encountered on the critical timing path
     - 4
   * - Lkg Pwr
     - between 0.0002 and 0.0003 uW
   * - Kind of cell adding the most delay to the critical path
     - simple AND/OR/NAND/NOR gates
   * - Chip area from the yosys synthesis statistics
     - 493 sq um
   * - Minimum setup slack among reg-to-reg paths
     - -30 ps
   * - Number of search-and-repair iterations in the first detailed-routing pass
     - 2
   * - Comb pwr share
     - roughly 6.6%
   * - Routed Wire Length
     - about 860 microns
   * - Chip area
     - approximately 6400 sq um
   * - Area growth, synth to finish
     - 49.2%
   * - Grt total ovfl
     - 0
   * - Initial antenna violation count
     - 0
   * - Max-capacitance violation count
     - 0
   * - Clock transition at the register clock pins on the worst setup and hold paths after CTS
     - roughly 60 ps
   * - Post-synth cell types
     - 13
   * - Synthesized flop and latch total
     - 17
   * - Post-DR wirelength/cell
     - slightly below 9 microns
   * - Placement-stage cell area
     - a little under 700 sq um
   * - Critical Path Source Type
     - flop
   * - Buffer and inverter count on the worst path
     - 0
   * - Critical path, cell by cell
     - nor4b_4
   * - Summed area of non-filler cells in the final layout
     - 736 sq um
   * - Portion of total power attributed to the clock network
     - a little over a third
   * - Switching power share of the total
     - about a fifth
   * - Number of core rows
     - 21
   * - Core ar.
     - between 3000 and 4000 sq um
   * - Count of hold buffers inserted by post-cts repair
     - 0
   * - Largest net degree at the start of global routing
     - 6
   * - Antenna cells
     - 0
   * - Nature of the critical path endpoint
     - flop
   * - # DRC
     - 0
   * - Most frequent logic cells in the routed design
     - 10 x sky130_fd_sc_hd__dfxtp_1, 6 x sky130_fd_sc_hd__clkbuf_4, 6 x sky130_fd_sc_hd__clkdlybuf4s50_1
   * - Slowest CP cell
     - sky130_fd_sc_hd__nor4b_4
   * - Stage-log warning count
     - 28
   * - Total I/O pin count
     - 18
==> metal layers <==
metal	global-route usage (%)	share of wire, %	vias up
met5	0	0	-
met4	0.704	0.58	0
met3	3.52	19	2
met2	4.25	48	14
met1	2.30	32	112
li1	-	-	141
==> repair_timing <==
action                     CTS  global route
pin swaps                    1             1
resized                      8             7
setup endpoints to repair   10            11
buffers inserted             0             1
==> through the flow <==
step	std cells	hold slack, ps
after floorplan	33	228
after global placement	90	311
after detailed placement	90	312
after CTS	97	324
after global routing	98	328
final	98	324
==> flip-flops by register name, indices dropped and copies added, names as in the netlist <==
register,count
rd_ready,1
wr_rst_d1,1
wr_rst_d0,1
underflow,1
rd_rst_d0,1
rd_data,4
rd_ptr_wr,3
ram,4
rd_rst_d1,1
==> logic make-up (layout without fill, tap and decap cells) <==
logic type               after synthesis  count (layout)  synth area share [%]
multiplexers                           1               1                  2.03
other                                  2               3                  1.52
buffers and inverters                  3              22                  4.57
flip-flops                            17              17                  77.2
adder cells (fa/ha/maj)                1               1                  2.54
AND/OR/NAND/NOR                        5               5                  7.36
AND-OR/OR-AND                          2               2                  3.04
XOR/XNOR                               1               1                  1.78
==> cell usage after synthesis (all sizes together) <==
| library cell | number | area, sq um |
|---|---|---|
| nor4b | 1 | 15.0 |
| nor2 | 2 | 7.51 |
| a21oi | 1 | 5.00 |
| buf | 3 | 22.5 |
| mux2i | 1 | 10.0 |
| dfxtp | 13 | 260 |
| nor2b | 1 | 6.26 |
| edfxtp | 4 | 120 |
| xnor2 | 1 | 8.76 |
| conb | 2 | 7.51 |
| nand3b | 1 | 7.51 |
| a21bo | 1 | 10.0 |
| ha | 1 | 12.5 |
==> worst min path at each step <==
| stage | from | to | slack [ps] |
|---|---|---|---|
| after global routing | rd_rst_d0 | rd_rst_d1 | 330 |
| final | rd_rst_d0 | rd_rst_d1 | 320 |
| after CTS | rd_rst_d0 | rd_rst_d1 | 320 |
==> power by group through the flow <==
stage / registers (uW) / logic [uW] / clock network, uW
finish: 778 / 90.9 / 501
global route: 782 / 103 / 574
CTS: 777 / 89.2 / 522
==> final cells by class <==
type / instances / area (sq um)
flip-flops and latches: 17 / 384
multi-input cells: 13 / 103
repair buffers: 15 / 143
well taps: 46 / 57.6
fillers: 374 / 2680
clock buffers: 7 / 48.8
Power figures rest on the tool's default switching activity, not on a simulated workload.
